[flow/constraint.sdc]
current_design Cfu

set clk_period 19.1
set clk_io_pct 0.2

create_clock -name clk0 -period $clk_period

set non_clock_inputs [all_inputs -no_clocks]
set_input_delay [expr $clk_period * $clk_io_pct] -clock clk0 $non_clock_inputs
set_output_delay [expr $clk_period * $clk_io_pct] -clock clk0 [all_outputs]
[flow/run.sh]
#!/bin/bash
# OpenROAD 26Q1-2900-gdf79404cd8, Yosys 0.63+post, stock flow scripts
make -C /OpenROAD-flow-scripts/flow DESIGN_CONFIG=/design/flow/config.mk WORK_HOME=/design/flow/orfs finish
[flow/config.mk]
export PLATFORM = sky130hd
export DESIGN_NAME = Cfu
export DESIGN_NICKNAME = Cfu
export VERILOG_FILES = /design/flow/design.v
export SDC_FILE = /design/flow/constraint.sdc
export NUM_CORES = 4
export LEC_CHECK = 1
export CORE_UTILIZATION = 50
[flow/design.v]
module Cfu (
  input               cmd_valid,
  output              cmd_ready,
  input      [9:0]    cmd_payload_function_id,
  input      [31:0]   cmd_payload_inputs_0,
  input      [31:0]   cmd_payload_inputs_1,
  output              rsp_valid,
  input               rsp_ready,
  output     [31:0]   rsp_payload_outputs_0,
  input               reset,
  input               clk
);
  assign rsp_valid = cmd_valid;
  assign cmd_ready = rsp_ready;
  wire [31:0] mul    = $signed(cmd_payload_inputs_0) * $signed(cmd_payload_inputs_1);
  wire [31:0] mulsh  = $signed(mul) >>> 10;
  assign rsp_payload_outputs_0 = cmd_payload_function_id[0] ? mul : mulsh;
endmodule
==> results.ini <==
[finish]
drive_above_1_share = 0.0254
clkbuf_count = 0
regArea_um2 = 0
final_area_um2 = 18000
area_growth_syn_to_layout_pct = 8.33
final_cell_mix = inv_1, fa_1, and2_1
flops = 0
layout_top_cell = inv_1

[routing]
drc = 0
drt_iter0_markers = 379
met3_length_um = 3170
vias_per_cell = 5.04
vias = 11738
wl_um = 42000
ant_nets = 0
avgRoutedWirePerCell_um = 18.0
dr_wl_met2_um = 20300
dr.pass1.iters = 7
wl_met1_um = 18100
highest_layer = met4

[place]
hpwl_um = 33700
dpl_cell_area_um2 = 18000
pre_cts_ws_ps = 3100
io_buffers = 97
gp_congestion = 0.951

[synthesis]
ys_seq_frac = 0
top_area_cell = fa_1
syn-cell-area_um2 = 16600
yosysWarnings = 0
synth-xor-area-share = 0.0466
area_leaders = fa_1, and2_1, ha_1
ys_sh_mux = 0.0114
top_area_frac = 0.491
ys_chip_area_um2 = 16600
ys_cells = 1853
syn_inst = 1853
ys_top_logic_family = adder cells
simple_gate_share = 0.184
synth.distinct_cells = 43
yosys.area_share.aoi = 0.0353
syn_area_per_cell_um2 = 8.97
ys_sh_adder = 0.604

[floorplan]
ios = 112
die_area_um2 = 34000
initial_core_util = 0.510
dieHeight_um = 184
core_um2 = 32600
dieWidth_um = 184
rows = 66

[worst_setup_path]
cp.required_ps = 15280
cpMaxStageDelayCell = clkdlybuf4s50_1
cp_common_cell = fa_1
crit_chain = clkdlybuf4s50_1, and2_1, fa_1, fa_1, inv_1, fa_1, fa_1, inv_1, fa_1, inv_1, fa_1, inv_1, fa_1, fa_1, ha_1, a21oi_1, o21ai_0, a211oi_2, nor3_2, a211oi_1, a21oi_1, xnor2_1, o21ai_0, clkdlybuf4s50_1
cp_top_family = adder cells
path_class = in -> out
max_stage_delay_ps = 1060
cp_num_buf_inv = 6
worst-path-max-fanout = 17
critPathCaptureType = primary output
worstPathArrival_ps = 12250
startpoint_type = input port

[job]
drv_cap = 0
warning_count = 43

[sta]
setup_viol = 0
relSlewSlack = 0.393
finalHoldViolCount = 0
finalSetupTns_ps = 0
layout_setup_ws_ps = 3030
fin_crit_ps = 16070
tightest_slew_ps = 908
clock.fmax_mhz = 62.2
period_used_share = 0.842
rsz0062_at_grt = no
slew_violations = 0

[power_and_ir_drop]
power_density_nw_per_um2 = 595
p_int_uw = 5260
vdd_drop_max_uv = 1140
p_sw_uw = 5450
swShare = 0.509
p_leak_uw = 0.00905

[run_status]
status = complete, no violations

[grt]
antenna_found_initial = 0
overflow = 0
grt_max_degree = 45
grt_use_total = 0.290
grt_pass1_wl_um = 69600
grt_pass1_vias = 12732

[clocking]
post_cts_buffers = 0
cts_resized = 0
holdBufCountCts = 0

[worst_hold_path]
min_path_type = in -> out
min_path_cells = 0
min_to = cmd_ready
hold_start = rsp_ready

[cells in the mapped netlist, drive strengths merged (3+ instances only)]
cell type and n:
a211oi 7, a21o 9, a21oi 28, a311oi 3, and2 331, buf 11
clkbuf 84, fa 408, ha 150, inv 424, mux2 7, mux2i 11
nand2 219, nor2 19, nor3 5, o211ai 5, o21a 4, o21ai 21
o21bai 6, xnor2 68, xor2 17
[through the flow]
stage	instances	utilization	hold slack [ps]	total power [uW]
after global routing	2329	0.552	7640	11600
after detailed placement	2329	0.552	7640	10800
after global placement	2329	0.552	7640	10800
after CTS	2329	0.552	7640	10900
after floorplan	1853	-	7710	6160
final	2330	0.552	7640	10700
[how the worst max path moves through the flow]
stage | start | end | slack, ps | depth (start not counted)
after CTS | cmd_payload_inputs_0[15] | rsp_payload_outputs_0[22] | 3040 | 24
after global routing | cmd_payload_inputs_0[15] | rsp_payload_outputs_0[22] | 2550 | 24
final | cmd_payload_inputs_0[15] | rsp_payload_outputs_0[22] | 3030 | 24
[power by group through the flow]
stage / sequential, uW / combinational [uW] / clock, uW
CTS: 0 / 10900 / 0
global route: 0 / 11600 / 0
[area by class of cell]
| class | instances | area [um^2] |
|---|---|---|
| multi-input combinational | 1334 | 14600 |
| timing repair buffer | 129 | 1210 |
| fill | 2978 | 14600 |
| inverter | 424 | 1590 |
| tap | 442 | 553 |
| antenna | 1 | 2.50 |
[routing by layer]
layer | track usage | vias to the layer above
li1 | - | 5419
met1 | 0.448 | 5904
met2 | 0.448 | 379
met3 | 0.0831 | 36
met4 | 0.0307 | 0
met5 | 0.00889 | -
[cell families (layout without fill, tap and decap cells)]
kind of cell | Yosys count | in the layout
AOI/OAI and AO/OA | 88 | 88
muxes | 18 | 18
other | 0 | 1
and+or+nand+nor | 584 | 584
xor gates and xnor gates | 86 | 86
buffers and inverters | 519 | 553
adders and majority gates | 558 | 558
Power figures rest on the tool's default switching activity, not on a simulated workload.
