<file path="flow/run.sh">
#!/bin/bash
# OpenROAD 26Q1-2900-gdf79404cd8, Yosys 0.63+post, stock flow scripts
make -C /OpenROAD-flow-scripts/flow DESIGN_CONFIG=/design/flow/config.mk WORK_HOME=/design/flow/orfs finish
</file>
<file path="flow/config.mk">
export PLATFORM = sky130hd
export DESIGN_NAME = Cxu0
export DESIGN_NICKNAME = Cxu0
export VERILOG_FILES = /design/flow/design.v
export SDC_FILE = /design/flow/constraint.sdc
export NUM_CORES = 4
export LEC_CHECK = 1
export CORE_UTILIZATION = 40
</file>
<file path="flow/constraint.sdc">
current_design Cxu0

set clk_period 25.4
set clk_io_pct 0.2

create_clock -name clk0 -period $clk_period

set non_clock_inputs [all_inputs -no_clocks]
set_input_delay [expr $clk_period * $clk_io_pct] -clock clk0 $non_clock_inputs
set_output_delay [expr $clk_period * $clk_io_pct] -clock clk0 [all_outputs]
</file>
<file path="flow/design.v">
module Cxu0 (
input               cmd_valid,
output              cmd_ready,
input      [9:0]    cmd_payload_function_id,
input      [31:0]   cmd_payload_inputs_0,
input      [31:0]   cmd_payload_inputs_1,
input      [5:0]    cmd_payload_state_id,
input      [3:0]    cmd_payload_cxu_id,
input               cmd_payload_ready,
output              rsp_valid,
input               rsp_ready,
output     [31:0]   rsp_payload_outputs_0,
output              rsp_payload_ready,
output     [5:0]    state_read_addr,
input      [31:0]   state_read_data,
output     [5:0]    state_write_addr,
output     [31:0]   state_write_data,
output              state_write_en,
input               clk,
input               reset
);
  assign rsp_valid = cmd_valid;
  assign cmd_ready = rsp_ready;
  wire [31:0] mul    = $signed(cmd_payload_inputs_0) * $signed(cmd_payload_inputs_1);
  wire [31:0] mulsh  = $signed(mul) >>> 10;
  assign rsp_payload_outputs_0 = cmd_payload_function_id[0] ? mul : mulsh;
endmodule
</file>
==> flow_summary.yaml <==
# synthesis and place-and-route metrics
die:
  fp.dieW_um: 208
  initCoreUtil: 0.406
  rows: 75
  die_h_um: 208
  io-pin-count: 201
  die-area_um2: 43300
  core_um2: 41900
cells_and_area:
  design_area_um2: 18300
  clkbuf_count: 0
  area_delta_synth_final_pct: 7.93
  final_cell_mix: "424 x inv_1, 408 x fa_1, 331 x and2_1, 219 x nand2_1, 150 x ha_1"
  seq_area_um2: 0
  drive_gt1_frac: 0.0258
  flops: 0
  fin_util: 0.438
  layout.cells.non_filler: 2475
  layout_top_cell: "inv_1"
yosys:
  ys_types: 44
  yosysChipArea_um2: 17000
  synth_area_per_cell_um2: 8.93
  yosysSeqAreaShare: 0
  top_cells_by_area: "fa_1 48%, and2_1 12%, ha_1 11%, inv_1 9.4%, nand2_1 4.8%"
  top_area_cell: "fa_1"
  yosys_cells: 1900
  netlist_area_um2: 17000
  top_area_frac: 0.481
  ys_warn_count: 46
  syn_inst: 1900
worst_setup_path:
  cp_max_fo: 16
  critPathLaunchType: "primary input"
  crit_required_ns: 20.32
  worstSetupStartpoint: "cmd_payload_inputs_0[16]"
  arrival_ns: 12.96
  worstSetupPathType: "primary input to output port"
  cp-end-kind: "output port"
power:
  power_per_cell_area_nw_per_um2: 453
  swShare: 0.471
  total_power_mw: 8.29
  p_sw_mw: 3.91
  p_leak_nw: 9.21
  peakVddDrop_uv: 987
  internal_power_mw: 4.38
routing:
  drt_iter0_markers: 462
  wl_um: 41800
  route.detailed.drc: 0
  ant_nets: 0
  dr_total_vias: 11900
  dr.pass1.iters: 5
  viasPerCell: 4.81
  wl_per_cell_um: 16.9
final_timing:
  hold_viol: 0
  rsz0062_at_grt: "no"
  fmax_mhz: 55.4
  period_needed_ns: 18.04
  max-slew-margin-rel: 0.450
  setup_viol: 0
  hold_ws_ns: 10.16
  layout_setup_ws_ns: 7.36
  fin_crit_sh: 0.710
  finalMaxSlewViolations: 0
  worst_pin_slew_ns: 0.822
  tns_ns: 0
run_status:
  status: "complete, no violations"
placement:
  gp_congestion: 0.964
  dp_hpwl_um: 33600
  port_buffers: 97
  place_inst: 2474
  pre_cts_slack_ns: 7.41
  placed_area_um2: 18300
run:
  warnings: 86
  cap_violations: 0
global_routing:
  grt_usage: 0.218
  gr-total-overflow: 0
  antenna_found_initial: 3
  grt_max_degree: 45
  grt_pass1_wl_um: 69100
  grt_pass1_vias: 12700
clock_network:
  postCtsSetupBuffers: 0
  cts_resized: 0
  holdBufCountCts: 0
worst_hold_path:
  hold_path.startpoint: "rsp_ready"
  hold_path_class: "primary input to output port"
[cells by family (layout without fill, tap and decap cells)]
family | Yosys count | in the layout | share of synthesized area
AOI/OAI and AO/OA | 88 | 88 | 0.0346
and+or+nand+nor | 584 | 584 | 0.180
adders and majority gates | 558 | 558 | 0.592
other | 1 | 47 | 0.000221
buffers and inverters | 565 | 555 | 0.137
xor gates and xnor gates | 86 | 86 | 0.0456
muxes | 18 | 18 | 0.0111
[synth_stat cells, types with 2 or more instances]
cell type and n:
fa_1 408, nor2_1 19, inv_1 424, buf_1 2, a211oi_1 6, o21a_1 4, nand3_1 2, a21o_1 9
buf_4 51, nand2b_1 2, o21bai_1 6, clkbuf_1 83, ha_1 150, buf_2 4, and2_1 331, xnor2_1 67
nor3_1 4, nor2b_1 2, a21oi_1 27, o21ai_0 20, mux2_2 7, xor2_1 17, nand2_1 219, mux2i_1 11
a311oi_1 3, o211ai_1 4
[power groups by stage]
stage	clock network (mW)	registers, mW	logic (mW)
CTS	0	0	8.49
global route	0	0	9.18
[final timing paths]
path / end / slack [ns] / depth (start not counted)
worst min-delay path: cmd_ready / 10.16 / 0
worst max-delay path: rsp_payload_outputs_0[22] / 7.36 / 25
[worst max-delay path, stage by stage]
cell	delay [ns]
clkdlybuf4s50_1	0.85
and2_1	0.37
fa_1	0.49
fa_1	0.49
inv_1	0.05
fa_1	0.47
fa_1	0.54
inv_1	0.05
fa_1	0.49
inv_1	0.05
fa_1	0.53
inv_1	0.05
fa_1	0.51
fa_1	0.45
ha_1	0.37
a21oi_1	0.16
o21ai_0	0.15
a211oi_2	0.25
nor3_2	0.11
a211oi_1	0.35
a21oi_1	0.14
xnor2_1	0.14
buf_4	0.18
o21ai_0	0.16
clkdlybuf4s50_1	0.48
[metal layers]
metal | vias up | share of wire | track usage
li1 | 5464 | - | -
met1 | 5998 | 0.42 | 0.320
met2 | 388 | 0.49 | 0.347
met5 | - | 0.00062 | 0
met3 | 46 | 0.071 | 0.0590
met4 | 4 | 0.020 | 0.0352
[final cells by class]
| class | count | area (um2) |
|---|---|---|
| fill | 4007 | 23500 |
| multi-input combinational | 1380 | 14800 |
| antenna | 1 | 2.50 |
| inverter | 424 | 1590 |
| timing repair buffer | 131 | 1230 |
| tap | 539 | 674 |
Power and IR drop assume default switching activity.
